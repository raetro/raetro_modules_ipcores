**./design.v**
```verilog
module tft_driver(
	input clk,              
	input rst_n,
	input [23:0] data_in,   
	output [10:0] hcount,   
	output [10:0] vcount,   
	output tft_request,     
	output tft_clk,         
	output tft_de,          
	output tft_blank_n,
	output tft_hsync,
	output tft_vsync,
	output [23:0] tft_rgb,  
	output tft_pwm
);
	parameter H_SYNC=11'd2;      
	parameter H_BACK=11'd44;     
	parameter H_DISP=11'd800;    
	parameter H_FRON=11'd210;    
	parameter H_TOTAL=11'd1056;  
	parameter V_SYNC=11'd2;      
	parameter V_BACK=11'd22;     
	parameter V_DISP=11'd480;    
	parameter V_FRONT=11'd22;    
	parameter V_TOTAL=11'd524;   
	parameter X_START=12'd24;
	parameter X_ZOOM=12'd752;
	parameter Y_START=12'd0;
	parameter Y_ZOOM=12'd480;
	assign tft_clk = clk;
	assign tft_pwm = rst_n;
	reg [10:0] hcount_r;  
	reg [10:0] vcount_r;  
	always @(posedge clk or negedge rst_n)
		begin
			if (!rst_n)
				hcount_r <= 11'd0;
			else if (hcount_r == H_TOTAL)
				hcount_r <= 11'd0;
			else
				hcount_r <= hcount_r+11'd1;
		end
	always @(posedge clk or negedge rst_n)
		begin
			if (!rst_n)
				vcount_r <= 11'd0;
			else if (hcount_r == H_TOTAL)
				begin
					if (vcount_r == V_TOTAL)
						vcount_r <= 11'd0;
					else
						vcount_r <= vcount_r+11'd1;
				end
			else
				vcount_r <= vcount_r;
		end
	assign tft_de = ((hcount_r >= (H_SYNC+H_BACK)) && (hcount_r < (H_SYNC+H_BACK+H_DISP))) &&
		            ((vcount_r >= (V_SYNC+V_BACK)) && (vcount_r < (V_SYNC+V_BACK+V_DISP))) ? 1'b1:1'b0;
	assign tft_hsync = (hcount_r > H_SYNC-1);
	assign tft_vsync = (vcount_r > V_SYNC-1);
	assign tft_rgb = (tft_request) ? data_in:24'h0000;
	assign tft_blank_n = tft_de;
	assign tft_request = ((hcount_r >= (H_SYNC+H_BACK+X_START)) && (hcount_r < (H_SYNC+H_BACK+X_START+X_ZOOM))) &&
		                 ((vcount_r >= (V_SYNC+V_BACK+Y_START)) && (vcount_r < (V_SYNC+V_BACK+Y_START+Y_ZOOM)));
	assign hcount = tft_request ? (hcount_r-H_SYNC-H_BACK-X_START):11'd0;
	assign vcount = tft_request ? (vcount_r-V_SYNC-V_BACK-Y_START):11'd0;
endmodule
```
**./run.sh**
```bash
#!/bin/bash
# OpenROAD 26Q1-2900-gdf79404cd8, Yosys 0.63+post, stock flow scripts
make -C /OpenROAD-flow-scripts/flow DESIGN_CONFIG=/design/flow/config.mk WORK_HOME=/design/flow/orfs finish
```
**./config.mk**
```make
export PLATFORM = sky130hd
export DESIGN_NAME = tft_driver
export DESIGN_NICKNAME = tft_driver
export VERILOG_FILES = /design/flow/design.v
export SDC_FILE = /design/flow/constraint.sdc
export NUM_CORES = 4
export LEC_CHECK = 1
export CORE_AREA = 10 10 103 103
export DIE_AREA = 0 0 113 113
```
**./constraint.sdc**
```tcl
current_design tft_driver

set clk_period 4.7
set clk_io_pct 0.2

create_clock -name clk0 -period $clk_period [get_ports {clk}]

set non_clock_inputs [all_inputs -no_clocks]
set_input_delay [expr $clk_period * $clk_io_pct] -clock clk0 $non_clock_inputs
set_output_delay [expr $clk_period * $clk_io_pct] -clock clk0 [all_outputs]
```
==> flow_summary_export.csv <==
group,metric,value,unit
logic_synthesis,post_synth.cell_area_avg,8.37,um2
setup_path,cp_data_required_time,3.76,ns
clocking,clk_latency,0.37,ns
floorplan,std_cell_rows,33,
final_layout,flop_area,551,um2
clocking,postCtsHoldBufs,0,
final_layout,combGateArea,1280,um2
hold_path,min_path_type,"register to register",
final_timing,fmaxAchievable,258,MHz
floorplan,floorplan.die.height,113,um
placed_design,finalWeightedCongestion,0.853,
final_timing,period_minus_slack,3.91,ns
power,power.density,163,nW/um2
logic_synthesis,yosys_warnings,1,
flow_run,maxCapViolCount,0,
setup_path,critical-path-top-cell-by-count,"sky130_fd_sc_hd__clkbuf_8",
setup_path,reg2reg_setup_slack,2.27,ns
setup_path,crit_path_start_kind,"clock port",
logic_synthesis,ys.flops,22,
global_route,grt_max_degree,29,
logic_synthesis,synth-async-reset-ratio,100,%
detailed_routing,drt-total-wl,5770,um
clocking,clkSlewWorstSetupHoldPaths,0.09,ns
setup_path,setup.worst_path.end_class,"output pin",
floorplan,floorplan.core_util,24.2,%
power,switching_share,17.4,%
detailed_routing,detail_route.iter0.violations,91,
power,seq_power_share,40.0,%
final_timing,hold-worst-slack,0.573,ns
final_timing,timing.final.hold_violations,0,
detailed_routing,firstDrtPassIters,4,
flow_run,tool_warnings,34,
global_route,grt-ovfl-total,0,
floorplan,core_area,8300,um2
logic_synthesis,synth_top_flop_cell,"sky130_fd_sc_hd__dfrtp_1",
logic_synthesis,synth.distinct_cells,48,
final_layout,area.growth.synth_to_final,44.5,%
logic_synthesis,post_synth_inst_count,240,
power,p_sw,0.0000824,W
clocking,tritoncts,"built",
logic_synthesis,enable_flop_cells,0,
outcome,outcome,"finished, final reports clean",
detailed_routing,drc,0,
final_layout,post_route_cells_drive_above_1_share,11.6,%
final_layout,fill_cells,842,
floorplan,fp.dieW,113,um
global_route,number_of_antenna_violations_at_the_first_check_in_global_routing,0,
setup_path,critical_path_class,"clock port to output pin",
final_timing,timing.final.max_slew_violations,0,
logic_synthesis,syn_area,2010,um2
placed_design,dp_hpwl,4410,um
global_route,grt_pass1_wl,9460,um
global_route,grt_pass1_vias,1799,
logic_synthesis,synth-cells-yosys,240,
power,internal-power,0.000390,W
floorplan,floorplan.die_area,12800,um2
floorplan,ios,79,
power,clock_power_share,54.6,%
power,static-leakage-power,1.30,nW
detailed_routing,vias_per_cell,4.42,
detailed_routing,antenna-diode-count,0,
final_timing,slew_headroom,49.7,%
clocking,cts_resized,0,
detailed_routing,avg_wl_per_cell,14.2,um
detailed_routing,detail-route-antenna-nets,0,
clocking,postCtsSetupBuffers,0,
setup_path,cpMaxStageDelayCell,"sky130_fd_sc_hd__clkdlybuf4s50_1",
final_timing,finalSetupViolations,0,
logic_synthesis,ys_seq_share,27.4,%
setup_path,critPathMaxFanout,2,
global_route,globalRouteTotalUtil,8.82,%
setup_path,timing.critical_path.arrival,2.97,ns
power,vdd_drop_max,138,uV
logic_synthesis,ys_chip_area,2010,um2
final_timing,max_slew.worst_pin.slew,0.745,ns
final_timing,accumulated_negative_setup_slack,0,ns
detailed_routing,via_count,1803,
placed_design,buffer_ports.inserted,78,
final_timing,skew,0.00502,ns
final_timing,grt_setup_unrepaired,"no",
setup_path,path_cells,"clkbuf_8 > clkbuf_8 > clkdlybuf4s50_1",
setup_path,worst_path_largest_cell_delay,0.39,ns
final_timing,period_used_share,83.2,%
power,power.share.combinational,5.4,%
[path summary, 6_finish.rpt]
path,endpoint,cells after the start,from
setup / recovery,tft_clk,3,clk
hold / removal,hcount_r[9],1,hcount_r[9]
setup reg to reg,vcount_r[4],6,hcount_r[1]
hold reg to reg,hcount_r[9],1,hcount_r[9]
max in group asynchronous,vcount_r[9],2,rst_n
min in group asynchronous,vcount_r[0],2,rst_n
[critical path: cells and delay by family]
family                 cells  cell delay (ns)
buffers and inverters      3             0.62
[layout by cell type, fill, tap and decap left out, types with 2 or more instances in the layout]
master                             n
sky130_fd_sc_hd__nand3_1          13
sky130_fd_sc_hd__nand4_1           3
sky130_fd_sc_hd__nor4bb_1          2
sky130_fd_sc_hd__nor2_1           35
sky130_fd_sc_hd__clkdlybuf4s50_1  78
sky130_fd_sc_hd__nand2b_1          2
sky130_fd_sc_hd__a31oi_1           2
sky130_fd_sc_hd__o21ai_0           4
sky130_fd_sc_hd__and2_1            9
sky130_fd_sc_hd__nor3_1            5
sky130_fd_sc_hd__mux2_2            2
sky130_fd_sc_hd__and4_1            2
sky130_fd_sc_hd__and2_4           19
sky130_fd_sc_hd__nand2_1          11
sky130_fd_sc_hd__clkbuf_8          6
sky130_fd_sc_hd__xnor2_1          15
sky130_fd_sc_hd__a21oi_1           8
sky130_fd_sc_hd__o211a_1           2
sky130_fd_sc_hd__ha_1             12
sky130_fd_sc_hd__dfrtp_1          22
sky130_fd_sc_hd__or3_1             2
sky130_fd_sc_hd__nor4_1            3
sky130_fd_sc_hd__xor2_1            9
sky130_fd_sc_hd__inv_1             7
sky130_fd_sc_hd__buf_4             2
sky130_fd_sc_hd__and3_1            7
[cell type report]
class | count | share of cell area [%]
sequential | 22 | 19.0
multi-input combinational | 186 | 44.1
clock inverter | 1 | 1.03
tap | 105 | 4.53
timing repair buffer | 79 | 27.1
clock buffer | 7 | 3.19
inverter | 8 | 1.12
[Yosys cell counts (3+ instances only)]
| library cell | instances | area share, % |
|---|---|---|
| sky130_fd_sc_hd__ha_1 | 12 | 7.5 |
| sky130_fd_sc_hd__nand3_1 | 13 | 3.2 |
| sky130_fd_sc_hd__inv_1 | 7 | 1.3 |
| sky130_fd_sc_hd__nand2_1 | 11 | 2.1 |
| sky130_fd_sc_hd__clkbuf_1 | 11 | 2.1 |
| sky130_fd_sc_hd__nor3_1 | 5 | 1.2 |
| sky130_fd_sc_hd__xnor2_1 | 15 | 6.5 |
| sky130_fd_sc_hd__buf_2 | 3 | 0.75 |
| sky130_fd_sc_hd__and3_1 | 7 | 2.2 |
| sky130_fd_sc_hd__nor2_1 | 35 | 6.5 |
| sky130_fd_sc_hd__dfrtp_1 | 22 | 27 |
| sky130_fd_sc_hd__nand4_1 | 3 | 0.93 |
| sky130_fd_sc_hd__and2_1 | 9 | 2.8 |
| sky130_fd_sc_hd__and2_4 | 19 | 8.3 |
| sky130_fd_sc_hd__a21oi_1 | 8 | 2.0 |
| sky130_fd_sc_hd__xor2_1 | 9 | 3.9 |
| sky130_fd_sc_hd__nor4_1 | 3 | 0.93 |
| sky130_fd_sc_hd__buf_6 | 5 | 2.8 |
| sky130_fd_sc_hd__buf_4 | 4 | 1.5 |
| sky130_fd_sc_hd__o21ai_0 | 4 | 1.0 |
[stage by stage]
step,power [W],std cells,instance area (um2),utilization [%],setup WS (ns)
after CTS,0.000482,408,2900,35.0,0.767
after detailed placement,0.000232,401,2790,33.6,1.04
after floorplan,0.000204,240,2010,-,1.31
after global placement,0.000232,401,2790,33.6,1.04
final,0.000472,408,2900,35.0,0.791
after global routing,0.000499,408,2900,35.0,0.527
[kinds of logic (layout without fill, tap and decap cells)]
kind of cell / count (synthesis) / in the layout / share of synthesized area (%)
and+or+nand+nor: 122 / 122 / 35.4
buffers and inverters: 32 / 95 / 8.91
AOI/OAI and AO/OA: 25 / 25 / 8.72
xor gates and xnor gates: 24 / 24 / 10.5
DFF: 22 / 22 / 27.4
adders and majority gates: 12 / 12 / 7.48
muxes: 3 / 3 / 1.62
[power by group through the flow]
stage	logic (W)	registers, W	clock network [W]
4_1_cts	0.0000260	0.000189	0.000267
5_1_grt	0.0000275	0.000189	0.000282
6_report	0.0000254	0.000189	0.000258
[flip-flops by register name (all words and copies together) (netlist names)]
name and count:
vcount_r 11, hcount_r 11
[per-layer routing]
layer  global-route usage, %  wire, um  share of wire, %  vias to the layer above
li1                        -         -                 -                      924
met1                    11.5      2480                43                      835
met2                    14.7      2960                51                       41
met3                    2.30       302               5.2                        3
met4                    1.18        38              0.66                        0
met5                       0         0                 0                        -
Power figures rest on the tool's default switching activity, not on a simulated workload.
